**./config.mk**
```make
export PLATFORM = sky130hd
export DESIGN_NAME = vga_control_module
export DESIGN_NICKNAME = vga_control_module
export VERILOG_FILES = /design/flow/design.v
export SDC_FILE = /design/flow/constraint.sdc
export NUM_CORES = 4
export LEC_CHECK = 1
export CORE_AREA = 10 10 70 70
export DIE_AREA = 0 0 80 80
```
**./design.v**
```verilog
module vga_control_module
(
    CLK, RSTn,
	 Ready_Sig, Column_Addr_Sig, Row_Addr_Sig,
	 Red_Sig, Green_Sig, Blue_Sig,
	 ps2_data_i,
	 rom_addr_o,display_data,
	 is_pic
);
	 input CLK;
	 input RSTn;
	 input Ready_Sig;
	 input [10:0]	Column_Addr_Sig;
	 input [10:0]	Row_Addr_Sig;
	 input [7:0] 	ps2_data_i;
	 input [2:0]	display_data;
	 output [15:0]	rom_addr_o;
	 output Red_Sig;
	 output Green_Sig;
	 output Blue_Sig;
	 output is_pic;
	 reg[15:0] posx = 400;
	 reg[15:0] posy = 400;
	 wire[15:0]  rom_addr_r;
	 reg[5:0]  rom_col_addr_r = 0;
	 parameter length = 50;
	 reg isRectangle;
parameter H_SYN 		= 32;
parameter H_BKPORCH 	= 80;
parameter H_DATA 		= 1440;
parameter H_FTPORCH		= 48;
parameter H_TOTAL    	= 1600;
parameter V_SYN 		= 6;
parameter V_BKPORCH 	= 17;
parameter V_DATA 		= 900;
parameter V_FTPORCH		= 3;
parameter V_TOTAL    	= 926 ;
	 always @ ( posedge CLK or negedge RSTn )begin
		if( !RSTn )begin
			posx <= 0;
			posy <= 0;
		end
	    else if(ps2_data_i == 'h75)begin
			if(posx <= 20)
				posx <= 0;
			else
				posx <= posx - 20;
		 end
		else if(ps2_data_i == 'h72)begin
			if(posx >= 816)
				posx <= 836;
			else
				posx <= posx + 20;
		end
		else if(ps2_data_i == 'h6b)begin
			if(posy <= 20)
				posy <= 0;
			else
				posy <= posy - 20;
		end
		else if(ps2_data_i == 'h74)begin
			if(posy >= 1356)
				posy <= 1376;
			else
				posy <= posy + 20;
		end
	 end
	 always @ ( posedge CLK or negedge RSTn )
	     if( !RSTn )
		      isRectangle <= 1'b0;
		  else if( (Column_Addr_Sig >= posy) && (Column_Addr_Sig <= (posy + length))
					&& (Row_Addr_Sig >= posx) && (Row_Addr_Sig <= (posx + length)) )
			isRectangle <= 1'b1;
		  else
			isRectangle <= 1'b0;
	assign is_pic = Row_Addr_Sig <= 256 ?
					Row_Addr_Sig >= 1 ?
					Column_Addr_Sig <= 256 ?
					Column_Addr_Sig <= 256 ? 1 : 0 : 0 : 0 : 0;
	assign rom_addr_r = Row_Addr_Sig < 256 ?
					Column_Addr_Sig < 256 ? Row_Addr_Sig*256 + Column_Addr_Sig : 0 : 0; 				
	 always @ ( posedge CLK or negedge RSTn )
	 if( !RSTn )
		  rom_col_addr_r <= 5'b0;
	  else if( Ready_Sig && Column_Addr_Sig - posy< 64 )
			rom_col_addr_r <= Column_Addr_Sig[5:0] ;
     assign rom_addr_o = rom_addr_r[15:0];			
	 assign Red_Sig   = Ready_Sig && display_data[2] && is_pic ? 1'b1 : 1'b0;
	 assign Green_Sig = Ready_Sig && display_data[1] && is_pic ? 1'b1 : 1'b0;
	 assign Blue_Sig  = Ready_Sig && display_data[0] && is_pic ? 1'b1 : 1'b0;
endmodule
```
**./run.sh**
```bash
#!/bin/bash
# OpenROAD 26Q1-2900-gdf79404cd8, Yosys 0.63+post, stock flow scripts
make -C /OpenROAD-flow-scripts/flow DESIGN_CONFIG=/design/flow/config.mk WORK_HOME=/design/flow/orfs finish
```
**./constraint.sdc**
```tcl
current_design vga_control_module

set clk_period 3.2
set clk_io_pct 0.2

create_clock -name clk0 -period $clk_period

set non_clock_inputs [all_inputs -no_clocks]
set_input_delay [expr $clk_period * $clk_io_pct] -clock clk0 $non_clock_inputs
set_output_delay [expr $clk_period * $clk_io_pct] -clock clk0 [all_outputs]
```
==> impl_metrics.csv <==
group,metric,value,unit
run_status,status,"finished clean",
die,initial_core_util,10.5,%
cts,ctsHoldBuffers,0,
routing,drtIter0Drc,1,
worst_setup_path,crit_slowest_cell,"clkdlybuf4s50_1",
die,fp.dieW,80,um
logic_synthesis,avgSynthCellArea,6.51,um2
layout,design_area,1030,um2
placed_design,place_ws,-0.227,ns
layout,drive_gt1_share,24.6,%
power_and_ir_drop,ir_worst_vdd,46.3,uV
worst_setup_path,arrival,2.49,ns
logic_synthesis,ys.warnings.count,1,
routing,routed_via_density,3.78,
routing,first_pass_iters,4,
global_routing,grt_antenna_before_repair,0,
placed_design,placed_cell_area,961,um2
routing,diodes,0,
sta,setup_slack,0.0733,ns
worst_setup_path,cpMostUsedCell,"clkdlybuf4s50_1",
layout,clockBufferCount,0,
sta,setup_viol,0,
die,chipArea,6400,um2
die,core_area,3420,um2
placed_design,io_buffers,46,
routing,vias,604,
global_routing,grt_max_degree,11,
sta,period_minus_slack,3.13,ns
die,die_y,80,um
worst_setup_path,crit_path_start_kind,"primary input",
sta,period_used_share,97.7,%
logic_synthesis,ys_cells,55,
logic_synthesis,synth_cell_type_count,19,
die,num_io_pins,56,
global_routing,grt_pass1_vias,610,
sta,relSlewSlack,82.1,%
power_and_ir_drop,p_total,81.8,uW
worst_setup_path,max_stage_delay,0.47,ns
placed_design,gp_congestion,0.784,
global_routing,grt.overflow.total,0,
sta,rsz0062_at_grt,"true",
layout,syn_to_final_growth,189,%
placed_design,hpwlAfterDp,1.66,mm
job,tool_warnings,44,
worst_setup_path,end_kind,"output pin",
layout,ff_count,0,
die,num_rows,21,
min_path,hold_path_class,"primary input to output pin",
placed_design,place_inst,158,
logic_synthesis,yosys_area,358,um2
global_routing,grt_pass1_wl,2.87,mm
routing,drc_errors,0,
worst_setup_path,critPathKind,"primary input to output pin",
routing,routed_wl,1.91,mm
sta,worst_pin_slew,0.266,ns
worst_setup_path,worstPathMaxFanout,6,
routing,wl_per_cell,11.9,um
sta,max_freq,0.320,GHz
logic_synthesis,syn_area,358,um2
layout,finalNonFillerCells,160,
global_routing,grt_use_total,5.44,%
power_and_ir_drop,p_per_area,79.1,nW/um2
worst_setup_path,path_cells,"clkdlybuf4s50_1 -> or4_4 -> or3_4 -> nor2_1 -> clkdlybuf4s50_1",
logic_synthesis,ys_seq_share,0,%
logic_synthesis,synth_cells,55,
worst_setup_path,crit_required,2.56,ns
job,cap_violations,0,
routing,ant_nets,0,
sta,fin_hold_ws,1.91,ns
sta,finalHoldViolations,0,
power_and_ir_drop,leakagePower,0.000509,uW
sta,drv_slew,0,
layout,register_area,0,um2
-- cell usage in the layout, fill, tap and decap left out, drive strengths merged, types with 2 or more instances in the layout --
cell	synthesis	final
clkdlybuf4s50	0	30
buf	1	14
and2	10	10
nor2	9	9
dlygate4sd2	0	7
dlymetal6s2s	0	7
nand2	6	6
xnor2	6	6
a21oi	4	4
nor4	4	4
ha	3	3
nand3	2	2
clkbuf	0	2
-- power breakdown --
part           switching (uW)  internal (uW)
combinational            30.7           51.0
clock                       0              0
sequential                  0              0
-- metal layers --
metal	up-vias	share of wire, %	global-route usage (%)
met5	-	0	0
met4	0	0	0
met3	0	8.1	1.48
met2	27	45	8.75
met1	267	47	7.49
li1	310	-	-
-- worst paths after layout --
kind  slack, ns               start  depth (start not counted)        endpoint
min        1.91  Column_Addr_Sig[8]                          4  rom_addr_o[10]
max        0.07     Row_Addr_Sig[9]                          5  rom_addr_o[13]
-- layout make-up --
cell class                 count  area, um2
fill                         362       2380
inverter                       1       3.75
multi-input combinational     53        400
tap                           46       57.6
timing repair buffer          60        572
-- cells in the mapped netlist --
cell     instances  area share, %
or3_1            1            1.7
a221o_1          1            2.8
nor3_2           1            2.8
a21oi_1          4            5.6
inv_1            1            1.0
buf_2            1            1.4
nand2_1          6            6.3
nor4_1           4            7.0
a21o_1           1            2.1
xnor2_1          6             15
fa_1             1            5.6
nor2_1           9            9.4
nand3_1          2            2.8
ha_1             3             10
and2_1          10             17
nor3b_1          1            2.1
nor2b_1          1            1.7
nand4_1          1            1.7
or4_4            1            3.1
-- stage by stage --
stage	setup TNS, ns	utilization (%)
floorplan	0	-
CTS	-0.0593	28.6
global route	-0.129	30.3
detailed placement	-3.37	28.1
finish	0	30.3
global placement	-3.34	28.1
-- kinds of logic (layout without fill, tap and decap cells) --
family                   count (synthesis)  count (layout)  share of synthesized area [%]
AND-OR/OR-AND                            6               6                           10.5
XOR/XNOR                                 6               6                           14.7
adder cells (fa/ha/maj)                  4               4                           16.1
buffers and inverters                    2              61                           2.45
AND/OR/NAND/NOR                         37              37                           56.3
-- worst max-delay path, delay by kind of cell --
kind | cells | cell delay, ns
and+or+nand+nor | 3 | 0.97
buffers and inverters | 2 | 0.87
-- repair_timing --
item / CTS / global route
setup endpoints to repair: 20 / 18
hold endpoints to repair: 0 / 0
resized: 16 / 20
setup buffers: 0 / 1
gates cloned: 0 / 1
pin swaps: 6 / 4
Power and IR drop assume default switching activity.
