File: flow/design.v
module ps2(clk_i,rst_i,ps2_clk_i,ps2_data_i,ps2_data_o,ps2_break_o,ps2_done_o);
	input			clk_i;
	input			rst_i;
	input			ps2_clk_i;
	input 			ps2_data_i;
	output[15:0]	ps2_data_o;
	output[1:0] 	ps2_break_o;
	output			ps2_done_o;
	reg 			ps2_clk_d1,ps2_clk_d2;
	reg[5:0]		st_ps2 = 0;
	reg[5:0]    st_dat = 0;
	reg[7:0]		ps2_data_r = 0;
	reg			ps2_done_r = 0;
	reg[15:0]	double_data_r;
	reg[1:0] 	ma_br_r;
	reg			data_done_r;
	wire			ps2_clk_down;
	parameter   BREAK = 2'b01;
	parameter   MAKE =  2'b10;
assign ps2_clk_down = ~ps2_clk_d1 & ps2_clk_d2;
assign ps2_data_o   = double_data_r;
assign ps2_break_o      = ma_br_r;
assign ps2_done_o   = data_done_r;
always@(posedge clk_i or negedge rst_i) begin
	if(!rst_i)begin
		ps2_clk_d1 <= 0;
		ps2_clk_d2 <= 0;
	end
	else begin		
		ps2_clk_d1 <= ps2_clk_i;
		ps2_clk_d2 <= ps2_clk_d1;
	end	
end
always@(posedge clk_i or negedge rst_i) begin
	if(!rst_i)begin
		double_data_r <= 0;
		ma_br_r 	     <= 0;
		data_done_r   <= 0;
		st_dat	     <= 0;
	end
	else begin
		case(st_dat)
		0: begin		 
			if(ps2_data_r == 8'hf0 && ps2_done_r == 1) begin
				st_dat <= 1;
			end
			else if(ps2_data_r == 8'he0 && ps2_done_r == 1) begin
				st_dat <=  2;
			end
			else if(ps2_done_r == 1) begin
				ma_br_r <= MAKE;
				data_done_r <= 1;
				double_data_r[15:8] <= 8'h0;
				double_data_r[7:0] <= ps2_data_r[7:0];
				st_dat <= 0;		
			end
			else begin
				double_data_r <= 0;
				ma_br_r 	     <= 0;
				data_done_r   <= 0;
				st_dat	     <= 0;
			end
		end
		1: begin			 
			if(ps2_done_r == 1) begin
				ma_br_r <= BREAK;
				data_done_r <= 1;
				double_data_r[15:8] <= 8'h0;
				double_data_r[7:0] <= ps2_data_r[7:0];
				st_dat <= 0;
			end
		end
		2: begin			 
			if(ps2_data_r == 8'hf0 && ps2_done_r == 1) begin
				st_dat <= 3;			
			end
			else if(ps2_done_r == 1) begin
				ma_br_r <= MAKE;
				data_done_r <= 1;
				double_data_r[15:8] <= 8'he0;
				double_data_r[7:0] <= ps2_data_r[7:0];
				st_dat <= 0;				
			end
		end
		3: begin       
			if(ps2_done_r == 1) begin
				ma_br_r <= BREAK;
				data_done_r <= 1;
				double_data_r[15:8] <= 8'he0;
				double_data_r[7:0] <= ps2_data_r[7:0];
				st_dat <= 0;			
			end
		end
	   endcase
	end
end
always@(posedge clk_i or negedge rst_i) begin
	if(!rst_i)begin
		st_ps2 <= 0;
		ps2_data_r <= 0;
		ps2_done_r <= 0;
	end
	else begin
		case(st_ps2) 
			0: begin
				ps2_data_r <= 0;
				ps2_done_r <= 0;
				if(ps2_clk_down) begin
					st_ps2 <= st_ps2 + 1;
				end
			end
			1,2,3,4,5,6,7,8: begin
				if(ps2_clk_down) begin
					ps2_data_r[st_ps2 - 1] <= ps2_data_i;
					st_ps2 <= st_ps2 + 1;
				end
			end
			9: begin
				if(ps2_clk_down) begin
					st_ps2 <= st_ps2 + 1;
				end				
			end
			10: begin
				if(ps2_clk_down) begin
					st_ps2 <= 0;
					ps2_done_r <= 1;
				end				
			end
		endcase	
	end		
end		
endmodule
File: flow/constraint.sdc
current_design ps2

set clk_period 3.9
set clk_io_pct 0.2

create_clock -name clk0 -period $clk_period [get_ports {clk_i}]

set non_clock_inputs [all_inputs -no_clocks]
set_input_delay [expr $clk_period * $clk_io_pct] -clock clk0 $non_clock_inputs
set_output_delay [expr $clk_period * $clk_io_pct] -clock clk0 [all_outputs]
File: flow/run.sh
#!/bin/bash
# OpenROAD 26Q1-2900-gdf79404cd8, Yosys 0.63+post, stock flow scripts
make -C /OpenROAD-flow-scripts/flow DESIGN_CONFIG=/design/flow/config.mk WORK_HOME=/design/flow/orfs finish
File: flow/config.mk
export PLATFORM = sky130hd
export DESIGN_NAME = ps2
export DESIGN_NICKNAME = ps2
export VERILOG_FILES = /design/flow/design.v
export SDC_FILE = /design/flow/constraint.sdc
export NUM_CORES = 4
export LEC_CHECK = 1
export CORE_AREA = 10 10 107 107
export DIE_AREA = 0 0 117 117
==> git commit body <==
Store results of the implementation flow

- Between the synthesized netlist and the finished layout, the area growth was recorded as 15.16%.
* Maximum buffer depth of the clock tree: 2
* Post-synth tally of flip-flops with integrated enable: 0
- CP startpoint: st_ps2[0]$_DFFE_PN0P_
- IO Count: 23
- Per the summary, power density relative to cell area is 646.2 nW/um^2.
* Critical Path Source Type: register
- In the final report, the number of pins over their slew limit comes to 0.
- The capture point of the worst register-to-register path is recorded as ps2_data_r[7]$_DFFE_PN0P_.
* Mean instance size in the synthesized netlist: 10.22 um^2
- Clock tree from TritonCTS: built
- Dividing the detail-routed wire length by the instance count gives 12.97 um.
- In the routed netlist, the antenna diode instances number 0.
- Final number of hold-violating endpoints: 0
* Async S/R FF share, synth: 1.000
* Port Buffers: 17
* Arrival time worst endpoint: 3.56 ns
- Counting the warning lines in the Yosys log gives 1.
- Number of gates resized after cts: 0
* First-iteration detailed-routing DRC count: 169
- Number of buffers inserted for hold repair after clock tree synthesis: 0
- Of the post-synthesis cell area, the dominant cell type holds 0.4082.
* OpenROAD warning count: 30
- By count the netlist is led by 35 x sky130_fd_sc_hd__dfrtp_1, 19 x sky130_fd_sc_hd__nand2_1, 13 x sky130_fd_sc_hd__ha_1.
- Cell count listed in synth_stat.txt: 210
* VDD IR max: 233.4 uV
- RSZ-0062 raised after global routing: false
* Count of cells along the worst register-to-register path: 11
* Final worst path period share: 0.8696
- Summed over all cells, the static leakage comes to 1.077 nW.
- Summed instance area of the synthesized netlist: 2146 um^2
* WL final: 4306 um
* Cell count of the worst hold path: 0
* Sequential-to-total area share from yosys stat: 0.4082
- The tightest min-delay check is of the reg2reg type.
- Number of filler instances in the final layout: 942
* Top cells by area in the synthesized netlist: sky130_fd_sc_hd__dfrtp_1 41%, sky130_fd_sc_hd__ha_1 7.6%, sky130_fd_sc_hd__mux2i_1 4.2%, sky130_fd_sc_hd__nand2_1 3.3%, sky130_fd_sc_hd__a22o_1 3.3%
- Yosys Chip Area: 2146 um^2
- In this run the clock root is driven by a sky130_fd_sc_hd__clkbuf_8.
- Of the cells placed in the final design, the portion with a size suffix greater than 1 is 0.1041.
- Hpwl dp: 3216 um
* Register bit total from synthesis: 35
- WP data required: 4.06 ns
* Clock insertion delay at the later pin of the skew report: 0.28 ns
- Startpoint of the worst hold path: ps2_clk_d1$_DFF_PN0_
* Cell with the most instances after synthesis: sky130_fd_sc_hd__dfrtp_1
- Timing would allow up to 294.9 MHz.
- The clock H-tree reported by CTS has 2 levels.
- Setup violators final: 0
- Per the timing report, the biggest fanout along the worst path comes to 13.
- Starting density of the core: 0.2333
- Antenna violations before repair: 0
- Checking max transition, the worst relative margin is 0.5370.
- Master of the slowest instance on the critical path: sky130_fd_sc_hd__dfrtp_1
- First-pass GRT wire length: 7376 um
- Cells after synthesis: 210
- Routability congestion estimate from global placement: 0.9195
* WHS Endpoint: ps2_clk_d2$_DFF_PN0_
- The number of global-route vias before repair was 1,494.
- The commonest register cell is sky130_fd_sc_hd__dfrtp_1.
- According to the floorplan log, the row count is 35.
* Cell type with the highest aggregate area in the netlist: sky130_fd_sc_hd__dfrtp_1
- The overall die size recorded for this design is 13,690 um^2.
- DR DRC count: 0
* Floorplan Core Area: 9196 um^2
- Looking at the post-CTS report, the setup buffer insertion count equals 0.
* Clk sinks: 35
- Detailed routing inserted a total of 1,553 vias.
- Largest net degree at the start of global routing: 36
- The most critical hold endpoint after final layout shows a slack of 0.3895 ns.
* Worst path most repeated cell: sky130_fd_sc_hd__ha_1
- Number of nets with antenna violations after detailed routing: 0
* Die x size: 117 um
- Worst-path cell chain: inv_1 -> ha_1 -> nor4_1 -> a31o_2 -> nand3_1 -> ha_1 -> nor4bb_1 -> nand4_1 -> nor3_2 -> o2111ai_1 -> mux2i_1
- The transition time recorded at the tightest slew-check pin is 0.6888 ns.
- Number of unique standard cell types used by synthesis: 54
- Clock skew on the completed layout was measured at 0.005997 ns.
- Critical path start-end classification: reg2reg
* Die H: 117 um
- Reg-to-reg startpoint: st_ps2[0]$_DFFE_PN0P_
- Congestion Overflow GR: 0
* Via/cell ratio: 4.678
* Final critical-path required period: 3.391 ns
* Clock-pin slew on the worst setup and hold paths: 0.07 ns
- Worst R2R Setup Slack: 0.51 ns
- STA classifies the critical path endpoint as a register.
* Global-route usage over all layers: 0.06487
* First-pass detailed-route iteration total: 4
- In this design, the stage delay of the slowest critical-path cell is 0.55 ns.
* Run status: completed
- In this run, CTS created clock tree buffers numbering 5.
- The number of maximum-capacitance violations recorded for the run is 0.
* Setup TNS: 0 ns
==> through the flow <==
stage	worst slack (ns)	power [mW]	cell area, um^2	std cells	utilization
4_1_cts	0.5397	1.599	2471	332	0.2687
5_1_grt	0.1991	1.734	2471	332	0.2687
3_5_place_dp	0.5295	1.254	2354	324	0.2559
3_3_place_gp	0.6210	1.246	2354	324	0.2559
2_1_floorplan	1.004	1.123	2161	214	-
6_report	0.5087	1.597	2471	332	0.2687
==> power by group <==
group	total [mW]	switching (mW)	internal [mW]
sequential	0.459	0.0709	0.388
combinational	0.801	0.459	0.342
clock	0.337	0.130	0.207
total	1.60	0.660	0.937
==> layer usage <==
metal | track usage | wire, um | up-vias
met5 | 0 | 0 | -
met4 | 0.009885 | 75 | 0
met3 | 0.01342 | 200 | 6
met2 | 0.09486 | 1767 | 36
met1 | 0.09866 | 2262 | 724
li1 | - | - | 787
==> area by class of cell <==
class	count	area [um^2]	area share
clock buffer	6	82.58	0.03342
timing repair buffer	18	177.7	0.07190
sequential	35	875.8	0.3544
inverter	6	22.52	0.009114
clock inverter	2	35.03	0.01418
multi-input combinational	154	1139	0.4608
tap	111	138.9	0.05620
==> registers in the layout, summed over array words and instances, names as in the netlist <==
| register | count |
|---|---|
| double_data_r | 9 |
| ps2_data_r | 8 |
| st_dat | 6 |
| st_ps2 | 6 |
| ma_br_r | 2 |
| data_done_r | 1 |
| ps2_clk_d1 | 1 |
| ps2_clk_d2 | 1 |
| ps2_done_r | 1 |
==> cells in the final DEF (no fill, tap or decap), types with 2 or more instances in the layout <==
master,Yosys,final
sky130_fd_sc_hd__a31oi_1,2,2
sky130_fd_sc_hd__o31ai_1,3,3
sky130_fd_sc_hd__nand4_1,4,4
sky130_fd_sc_hd__a22o_1,8,8
sky130_fd_sc_hd__o2111ai_1,8,8
sky130_fd_sc_hd__a2bb2oi_1,2,2
sky130_fd_sc_hd__xnor2_1,2,2
sky130_fd_sc_hd__nand3_1,7,7
sky130_fd_sc_hd__nor3_1,5,5
sky130_fd_sc_hd__nand2b_1,3,3
sky130_fd_sc_hd__nor2b_1,4,4
sky130_fd_sc_hd__nor3b_1,2,2
sky130_fd_sc_hd__mux2i_1,9,9
sky130_fd_sc_hd__a32o_1,2,2
sky130_fd_sc_hd__o21ai_0,4,4
sky130_fd_sc_hd__clkbuf_8,0,6
sky130_fd_sc_hd__ha_1,13,13
sky130_fd_sc_hd__inv_1,6,6
sky130_fd_sc_hd__nor4bb_1,4,4
sky130_fd_sc_hd__nor2_1,9,9
sky130_fd_sc_hd__or3_1,5,5
sky130_fd_sc_hd__nand2_1,19,19
sky130_fd_sc_hd__a21oi_1,6,6
sky130_fd_sc_hd__dfrtp_1,35,35
sky130_fd_sc_hd__nor4_1,3,3
sky130_fd_sc_hd__conb_1,1,5
sky130_fd_sc_hd__clkdlybuf4s50_1,0,17
==> cell families after synthesis <==
group,synth area share
flip-flops,0.4082
AND/OR/NAND/NOR,0.2163
other,0.001748
buffers and inverters,0.06822
AND-OR/OR-AND,0.1627
XOR/XNOR,0.01983
multiplexers,0.04723
adder cells (fa/ha/maj),0.07580
==> critical path, delay by kind of cell (launching register included) <==
kind | cells | cell delay [ns]
and+or+nand+nor | 5 | 1.28
adders and majority gates | 2 | 0.68
DFF | 1 | 0.55
AOI/OAI and AO/OA | 2 | 0.42
buffers and inverters | 1 | 0.16
muxes | 1 | 0.16
==> worst max-delay path by stage <==
stage / to / slack (ns) / cells past startpoint
4_1_cts: ps2_data_r[7]$_DFFE_PN0P_ / 0.54 / 10
5_1_grt: ps2_data_r[7]$_DFFE_PN0P_ / 0.20 / 10
6_report: ps2_data_r[7]$_DFFE_PN0P_ / 0.51 / 11
Power figures rest on the tool's default switching activity, not on a simulated workload.
